==> flow/design.v <==
`timescale 1ns/1ps
module I2C_MASTER_SUBAD(clk,rst_n,sda,scl,RD_EN,WR_EN,receive_status
);
input clk;
input rst_n;
input RD_EN;
input WR_EN;
reg WR,RD;
output scl;
output receive_status;
inout sda;
reg scl_clk;
reg receive_status;
reg[7:0] clk_div;
reg[7:0] send_count;
wire[7:0] data;
reg[7:0] data_reg;
wire ack;
reg[7:0] send_memory[33:0];
reg[7:0] receive_memory[33:0];
always @(posedge clk or negedge rst_n)begin
	if(!rst_n)begin
		scl_clk <= 1'b0;
		clk_div <= 'h0;
		send_memory[0] <= 8'd1;
		send_memory[1] <= 8'd32;
		send_memory[2] <= 8'd0;
		send_memory[3] <= 8'd1;
		send_memory[4] <= 8'd2;
		send_memory[5] <= 8'd3;
		send_memory[6] <= 8'd4;
		send_memory[7] <= 8'd5;
		send_memory[8] <= 8'd6;
		send_memory[9] <= 8'd7;
		send_memory[10] <= 8'd8;
		send_memory[11] <= 8'd9;
		send_memory[12] <= 8'd10;
		send_memory[13] <= 8'd11;
		send_memory[14] <= 8'd12;
		send_memory[15] <= 8'd13;
		send_memory[16] <= 8'd14;
		send_memory[17] <= 8'd15;
		send_memory[18] <= 8'd16;
		send_memory[19] <= 8'd17;
		send_memory[20] <= 8'd18;
		send_memory[21] <= 8'd19;
		send_memory[22] <= 8'd20;
		send_memory[23] <= 8'd21;
		send_memory[24] <= 8'd22;
		send_memory[25] <= 8'd23;
		send_memory[26] <= 8'd24;
		send_memory[27] <= 8'd25;
		send_memory[28] <= 8'd26;
		send_memory[29] <= 8'd27;
		send_memory[30] <= 8'd28;
		send_memory[31] <= 8'd29;
		send_memory[32] <= 8'd30;
		send_memory[33] <= 8'd31;
		end
	else begin 
	   if(clk_div > 'd200)begin
				scl_clk <= ~scl_clk;
				clk_div <= 'h0;
				end
	   else
		clk_div <= clk_div + 1'b1;
		end
end
always @(posedge ack or negedge rst_n)begin
	if(!rst_n)begin
		send_count <= 'h0;
	end
	else begin
		if((send_count < 10'd34) && (ack))begin
			send_count <= send_count + 1'b1;
			receive_memory[send_count] <= RD_EN ? data : 8'h0;
			end	
		else begin
			send_count <= send_count;
			end
		end	
end
always @(posedge clk or negedge rst_n)begin
   if(!rst_n)
	receive_status <= 1'b0;
	else 		
	receive_status <=(receive_memory[31]== 31) ? 1'b1 : 1'b0;
end
always @(posedge clk or negedge rst_n)begin
	if(!rst_n)begin	
		WR         <= 1'b0;
		RD         <= 1'b0;
		data_reg   <= 'h0;
	end
	else begin
	   if(send_count == 8'd34)begin
			WR         <= 1'b0;
			RD         <= 1'b0;
			end
		else begin
		if(RD_EN)
			RD         <= 1'b1;
		else if(WR_EN)begin
			WR         <= 1'b1;
			data_reg       <= send_memory[send_count];
			end
		end
	end
end
assign data = WR_EN ? data_reg :  8'hz;
I2C_wr_subad I2C_wr_subad_instance(
					.sda(sda),
					.scl(scl),
					.ack(ack),
					.rst_n(rst_n),
					.clk(scl_clk),
					.WR(WR),
					.RD(RD),
					.data(data)
);
endmodule 
`timescale 1ns/1ps
module I2C_wr_subad(
sda,scl,ack,rst_n,clk,WR,RD,data
);
input  rst_n,WR,RD,clk;
output scl,ack;
inout [7:0] data; 
inout  sda;
reg link_sda,link_data;
reg[7:0] data_buf;
reg scl,ack,WF,RF,FF;
reg wr_state;
reg head_state;
reg[8:0] sh8out_state;
reg[9:0] sh8in_state;
reg stop_state;
reg[6:0] main_state;
reg[7:0] data_from_rm;
reg[7:0] cnt_read;
reg[7:0] cnt_write;
assign sda  = (link_sda)   ? data_buf[7] : 1'bz;
assign data = (link_data)  ? data_from_rm : 8'hz;
parameter page_write_num = 10'd34,
			 page_read_num  = 10'd32;
parameter
				idle         = 10'b000_0001,
				ready        = 10'b000_0010,
				write_start  = 11'b000_0100,
				addr_write   = 11'b000_1000,
				data_read    = 11'b001_0000,
				stop         = 11'b010_0000,
				ackn         = 11'b100_0000;
parameter
				bit7     = 9'b0_0000_0001,
				bit6     = 9'b0_0000_0010,
				bit5     = 9'b0_0000_0100,
				bit4     = 9'b0_0000_1000,
				bit3     = 9'b0_0001_0000,
				bit2     = 9'b0_0010_0000,
				bit1     = 9'b0_0100_0000,
				bit0     = 9'b0_1000_0000,
				bitend   = 9'b1_0000_0000;
parameter 
				read_begin  = 10'b00_0000_0001,
				read_bit7   = 10'b00_0000_0010,
				read_bit6   = 10'b00_0000_0100,
				read_bit5   = 10'b00_0000_1000,
				read_bit4   = 10'b00_0001_0000,
				read_bit3   = 10'b00_0010_0000,
				read_bit2   = 10'b00_0100_0000,
				read_bit1   = 10'b00_1000_0000,
				read_bit0   = 10'b01_0000_0000,
				read_end    = 10'b10_0000_0000;			
always @(negedge clk or negedge rst_n) begin
	if(!rst_n)
		scl <= 1'b0;
	else
		scl <= ~scl;
end
always @(posedge clk or negedge rst_n) begin
	if(!rst_n)begin
		link_sda    <= 1'b0;
		ack         <= 1'b0;
		RF          <= 1'b0;
		WF          <= 1'b0;
		FF          <= 1'b0;
		main_state  <= idle;
		head_state  <= 'h0;
		sh8out_state<= bit7;
		sh8in_state <= read_begin;
		stop_state  <= 'h0;
		cnt_read    <= 'h1;
		cnt_write   <= 'h1;
	end
	else begin
		case(main_state)
			idle:begin
				link_data  <= 'h0;
				link_sda   <= 'h0;
				if(WR) begin
					WF <= 1'b1;
					main_state <= ready;
				end
				else if(RD)begin
					RF <= 1'b1;
					main_state <= ready;
				end
				else begin
					WF <= 1'b0;
					RF <= 1'b0;
					main_state <=idle;
				end
			end
			ready:begin
				FF         <= 1'b0;
				main_state <= write_start;
			end
			write_start:begin
				if(FF==1'b0)
					shift_head;
				else begin
				   if(WF == 1'b1)
					data_buf        <= {1'b1,1'b1,1'b1,1'b1,1'b1,1'b1,1'b0,1'b0};
					else
					data_buf        <= {1'b1,1'b1,1'b1,1'b1,1'b1,1'b1,1'b0,1'b1};
					FF              <= 1'b0;
					sh8out_state    <= bit6;
					main_state      <= addr_write;
				end
			end
			addr_write:begin
				if(FF==1'b0)
					shift8_out;
				else begin
					if(RF==1'b1)begin
						data_buf   <= 'h0;
						link_sda  <= 1'b0;
						FF          <= 1'b0;
						cnt_read <= 1'b1;
						main_state  <= data_read;
					end
					else if(WF==1'b1)begin
						FF             <= 1'b0;
						main_state     <= data_read;
						data_buf       <= data;
						cnt_write      <= 1'b1;
					end
				end
			end
			data_read:begin
				if(RF==1'b1)begin
					if(cnt_read <= page_read_num)
						shift8_in;
					else begin
						main_state <= stop;
						FF         <= 1'b0;
					end
				end
				else if(WF==1'b1)begin
					if(cnt_write <= page_write_num)
						case(wr_state)
							1'b0:begin
								if(!scl)begin
									data_buf  <= data;
									link_sda  <= 1'b1;
									sh8out_state<=bit6;
									wr_state    <= 1'b1;
									ack         <= 1'b0;
								end
								else
									wr_state    <= 1'b0;
							end
							1'b1:shift8_out;
							endcase
					else begin
						main_state  <= stop;
						wr_state    <= 1'b0;
						FF          <= 1'b0;
					end
				end
			end
			stop:begin
				if(FF == 1'b0)
					task_stop;
				else begin
					ack <= 1'b1;
					FF  <= 1'b0;
					main_state <= ackn;
				end
			end
			ackn:begin
				ack <= 1'b0;
				WF  <= 1'b0;
				RF  <= 1'b0;
				main_state <= idle;
			end
			default:main_state <= idle;
		endcase
	end
end
task shift_head;
begin
	case(head_state)
		1'b0:begin
			if(!scl)begin
				link_sda      <= 1'b1;
				data_buf[7]   <= 1'b1;
				head_state    <= 1'b1;
			end
			else
				head_state <= 1'b0;
		end
		1'b1:begin
			if(scl)begin
				FF            <= 1'b1;
				data_buf[7]   <= 1'b0;
				head_state    <= 1'b0;
			end
			else
				head_state<= 1'b1;
		end
	endcase	
end
endtask
task shift8_out;
begin
	case(sh8out_state)
		bit7:begin
			if(!scl) begin
				link_sda     <= 1'b1;
				sh8out_state <= bit6;
			end
			else
				sh8out_state <= bit7;
		end
		bit6:begin
			if(!scl) begin
				sh8out_state <= bit5;
				data_buf   <= data_buf<<1'b1;
			end
			else
				sh8out_state <= bit6;
		end
		bit5:begin
			if(!scl) begin
				sh8out_state <= bit4;
				data_buf   <= data_buf<<1'b1;
			end
			else
				sh8out_state <= bit5;
		end
		bit4:begin
			if(!scl) begin
				sh8out_state <= bit3;
				data_buf   <= data_buf<<1'b1;
			end
			else
				sh8out_state <= bit4;
		end
		bit3:begin
			if(!scl) begin
				sh8out_state <= bit2;
				data_buf   <= data_buf<<1'b1;
			end
			else
				sh8out_state <= bit3;
		end
		bit2:begin
			if(!scl) begin
				sh8out_state <= bit1;
				data_buf   <= data_buf<<1'b1;
			end
			else
				sh8out_state <= bit2;
		end
		bit1:begin
			if(!scl) begin
				sh8out_state <= bit0;
				data_buf   <= data_buf<<1'b1;
			end
			else
				sh8out_state <= bit1;
		end
		bit0:begin
			if(!scl) begin
				sh8out_state <= bitend;
				data_buf   <= data_buf<<1'b1;
			end
			else
				sh8out_state <= bit0;
		end
		bitend:begin
			if((scl == 1'b0) && (wr_state == 1'b1) ) begin
				link_sda       <= 1'b0;
				sh8out_state   <= bit7;
				wr_state             <= 1'b0;
				FF             <= 1'b1;
				cnt_write      <= cnt_write + 1'b1;
				ack            <= 1'b1;
			end
			else if(scl==0)begin
				link_sda       <= 1'b0;
				sh8out_state   <= bit7;
				wr_state             <= 1'b0;
				FF             <= 1'b1;
				cnt_write      <= cnt_write + 1'b1;
				end
			else;
		end
	endcase
end
endtask
task shift8_in;
begin
	case(sh8in_state)
		read_begin:begin
			sh8in_state <= read_bit7;
			link_data   <= 1'b0;
			ack         <= 1'b0;
			end
		read_bit7:begin
			if(scl)begin
				data_from_rm[7] <= sda;
				sh8in_state     <= read_bit6;
			end
			else begin
				link_sda    <= 1'b0;
				sh8in_state <= read_bit7;
				end
		end
		read_bit6:begin
			if(scl)begin
				data_from_rm[6] <= sda;
				sh8in_state     <= read_bit5;
			end
			else
				sh8in_state <= read_bit6;
		end
		read_bit5:begin
			if(scl)begin
				data_from_rm[5] <= sda;
				sh8in_state     <= read_bit4;
			end
			else
				sh8in_state <= read_bit5;
		end
		read_bit4:begin
			if(scl)begin
				data_from_rm[4] <= sda;
				sh8in_state     <= read_bit3;
			end
			else
				sh8in_state <= read_bit4;
		end
		read_bit3:begin
			if(scl)begin
				data_from_rm[3] <= sda;
				sh8in_state     <= read_bit2;
			end
			else
				sh8in_state <= read_bit3;
		end
		read_bit2:begin
			if(scl)begin
				data_from_rm[2] <= sda;
				sh8in_state     <= read_bit1;
			end
			else
				sh8in_state <= read_bit2;
		end
		read_bit1:begin
			if(scl)begin
				data_from_rm[1] <= sda;
				sh8in_state     <= read_bit0;
			end
			else
				sh8in_state <= read_bit1;
		end
		read_bit0:begin
			if(scl)begin
				data_from_rm[0] <= sda;
				sh8in_state     <= read_end;
			end
			else
				sh8in_state <= read_bit0;
		end
		read_end:begin
			if(cnt_read == page_read_num)begin
				link_data       <= 1'b1;
				link_sda        <= 1'b1;
				sh8in_state     <= read_begin;
				FF              <= 1'b1;
				data_buf[7]     <= 1'b1;
				cnt_read        <= cnt_read + 1'b1;
				ack             <= 1'b1;
			end
			else begin
				link_data       <= 1'b1;
				link_sda        <= 1'b1;
				sh8in_state     <= read_begin;
				FF              <= 1'b1;
				data_buf[7]     <= 1'b0;
				cnt_read        <= cnt_read + 1'b1;
				ack             <= 1'b1;
				end
		end
		default:begin
			sh8in_state    <= read_begin;
		end
		endcase
end
endtask
task task_stop;
begin
	case(stop_state)
		1'b0:begin
			if(!scl)begin
				link_sda <= 1'b1;
				stop_state <= 1'b1;
				data_buf[7]<= 1'b0;
			end
			else
				stop_state  <= 1'b0;
		end
		1'b1:begin
			if(scl)begin
			   data_buf[7] <= 1'b1;
				FF          <= 1'b1;
				stop_state  <= 1'b0;
			end
			else
				stop_state  <=1'b1;
		end
	endcase
end 
endtask
endmodule
==> flow/run.sh <==
#!/bin/bash
# OpenROAD 26Q1-2900-gdf79404cd8, Yosys 0.63+post, stock flow scripts
make -C /OpenROAD-flow-scripts/flow DESIGN_CONFIG=/design/flow/config.mk WORK_HOME=/design/flow/orfs finish
==> flow/config.mk <==
export PLATFORM = sky130hd
export DESIGN_NAME = I2C_MASTER_SUBAD
export DESIGN_NICKNAME = I2C_MASTER_SUBAD
export VERILOG_FILES = /design/flow/design.v
export SDC_FILE = /design/flow/constraint.sdc
export NUM_CORES = 4
export LEC_CHECK = 1
export CORE_UTILIZATION = 30
==> flow/constraint.sdc <==
current_design I2C_MASTER_SUBAD

set clk_period 1.7
set clk_io_pct 0.2

create_clock -name clk0 -period $clk_period [get_ports {clk}]

set non_clock_inputs [all_inputs -no_clocks]
set_input_delay [expr $clk_period * $clk_io_pct] -clock clk0 $non_clock_inputs
set_output_delay [expr $clk_period * $clk_io_pct] -clock clk0 [all_outputs]
==> impl_metrics.xml <==
<?xml version="1.0" encoding="UTF-8"?>
<metrics>
  <group name="outcome">
    <metric name="status" unit="">did not finish</metric>
    <metric name="flow.stopped_at" unit="">synthesis (1_2_yosys)</metric>
    <metric name="tool.error" unit="">ERROR: Found 6 problems in &#x27;check -assert&#x27;.</metric>
  </group>
  <group name="synth">
    <metric name="synth.ff_latch_count" unit="">96</metric>
    <metric name="ys_async_sr_fraction" unit="%">78.1</metric>
    <metric name="yosys-stat-area" unit="sq um">4960</metric>
    <metric name="ys.warnings.count" unit="">7</metric>
    <metric name="netlist.area_leader.share" unit="%">34.8</metric>
    <metric name="synth.distinct_cells" unit="">62</metric>
    <metric name="largest_area_cell" unit="">sky130_fd_sc_hd__dfrtp_1</metric>
    <metric name="synth.yosys.num_cells" unit="">486</metric>
    <metric name="top_cells_by_area" unit="">sky130_fd_sc_hd__dfrtp_1 (35%), sky130_fd_sc_hd__edfxtp_1 (13%), sky130_fd_sc_hd__o21ai_0 (3.4%), sky130_fd_sc_hd__nand2_1 (3.0%), sky130_fd_sc_hd__nor2_1 (2.8%)</metric>
    <metric name="yosysSeqAreaShare" unit="%">50.7</metric>
    <metric name="synth_top_flop_cell" unit="">sky130_fd_sc_hd__dfrtp_1</metric>
    <metric name="number_of_flops_mapped_to_enable_cells_by_yosys" unit="">21</metric>
  </group>
</metrics>
## kinds of logic after synthesis
logic type      after synthesis  share of synthesized area, %
simple gates                175                          18.5
compound gates              121                          16.5
flops                        96                          50.7
buf+inv                      45                          3.91
xor+xnor                     20                          3.53
mux                          19                          4.34
fa+ha+maj                    10                          2.52
## Yosys cell counts (5+ instances only)
master,instances
sky130_fd_sc_hd__nand3_1,14
sky130_fd_sc_hd__nand4_1,9
sky130_fd_sc_hd__a211oi_1,12
sky130_fd_sc_hd__mux2i_1,8
sky130_fd_sc_hd__a22o_1,9
sky130_fd_sc_hd__xnor2_1,15
sky130_fd_sc_hd__a22oi_1,5
sky130_fd_sc_hd__nor2_1,37
sky130_fd_sc_hd__mux2_2,8
sky130_fd_sc_hd__o21ai_0,34
sky130_fd_sc_hd__dfrtp_1,69
sky130_fd_sc_hd__nand2_1,39
sky130_fd_sc_hd__ha_1,10
sky130_fd_sc_hd__clkbuf_1,22
sky130_fd_sc_hd__nor3_1,9
sky130_fd_sc_hd__inv_1,20
sky130_fd_sc_hd__a21oi_1,21
sky130_fd_sc_hd__and3_2,6
sky130_fd_sc_hd__o31ai_1,6
sky130_fd_sc_hd__nor2b_1,10
sky130_fd_sc_hd__nand2b_1,15
sky130_fd_sc_hd__dfstp_2,5
sky130_fd_sc_hd__xor2_1,5
sky130_fd_sc_hd__edfxtp_1,21
sky130_fd_sc_hd__and2_1,11
