`./config.mk`:
```
export PLATFORM = sky130hd
export DESIGN_NAME = i2c_slave
export DESIGN_NICKNAME = i2c_slave
export VERILOG_FILES = /design/flow/design.v
export SDC_FILE = /design/flow/constraint.sdc
export NUM_CORES = 4
export LEC_CHECK = 1
export CORE_UTILIZATION = 40
```
`./constraint.sdc`:
```
current_design i2c_slave

set clk_period 9.0
set clk_io_pct 0.2

create_clock -name clk0 -period $clk_period [get_ports {clock}]

set non_clock_inputs [all_inputs -no_clocks]
set_input_delay [expr $clk_period * $clk_io_pct] -clock clk0 $non_clock_inputs
set_output_delay [expr $clk_period * $clk_io_pct] -clock clk0 [all_outputs]
```
`./design.v`:
```
`timescale	1ns/1ps
module i2c_slave(
	reset_n,
	sda,
	scl,
	clock
	);
input		reset_n;	 
input		scl;
inout		sda;	
input		clock;		 
wire sda_en;
wire sda_in;
wire sda_out;
assign  sda_in = (!sda_en) ? sda  : 1'bz;
assign	sda    = sda_en ? sda_out : 1'bz;
i2c_slave_op	i2c_slave_op_inst(
			.reset_n(reset_n),
			.clock(clock),
			.sda_out(sda_out),
			.sda_in(sda_in),
			.sda_en(sda_en),
			.scl(scl)
                            );
endmodule
`timescale	1ns/1ps
module	i2c_slave_op(
		reset_n,
		clock,
		sda_out,
		sda_in,
		scl,
		sda_en,                      
		);
input		clock;   
input		reset_n;
input		sda_in;
input		scl;
output 		sda_en;
reg		   sda_en;
output 		sda_out;
reg 		reset_n1;
reg 		reset_n2;
reg 		scl_regi0; 
reg 		scl_regi;
reg 		sda_regi0;
reg 		sda_regi;
reg		start_bus_reg;
reg		stop_bus_reg; 
reg   [7:0]  receive_count; 
reg   [7:0]  send_count; 
reg	[7:0] 	data_reg0;  
reg	[7:0]	data_reg1; 
reg	[6:0]	addr_in_reg;
reg	[3:0]	main_state; 
reg	[2:0]	addr_in_state;
reg	[3:0]	data_in_state;
reg	[3:0]	data_out_state;
reg		sda_out1;		 
reg 		sda_out2;		 
reg		write_read;
reg	[1:0]	ack_state; 
reg		flag;
reg[7:0] data_in_reg [15:0];
assign sda_out = flag ? sda_out2 : sda_out1;
always@(posedge clock)
begin
	reset_n1 <= reset_n;
	reset_n2 <= reset_n1; 
end
always@(posedge clock or negedge reset_n2)
begin
      if(!reset_n2)
	begin
             scl_regi  <= 1'b0;
             sda_regi  <= 1'b0;
             scl_regi0 <= 1'b0;
             sda_regi0 <= 1'b0;
	end
      else
	begin
             scl_regi0 <= scl_regi;
             scl_regi  <= scl;
             sda_regi0 <= sda_regi;
             sda_regi  <= sda_in;
	end
end
always@(posedge clock or negedge reset_n2)
 begin
  if(!reset_n2)
     start_bus_reg <= 1'b0;
  else
     begin
       if({sda_regi0,sda_regi,sda_in}==3'b100 && {scl_regi0,scl_regi,scl}==3'b111)
            start_bus_reg <= 1'b1;
       else 
            start_bus_reg <= 1'b0;
     end
 end
always@(posedge clock or negedge reset_n2)
 begin
  if(!reset_n2)
     stop_bus_reg <= 1'b0;
  else
     begin
       if({sda_regi0,sda_regi,sda_in}==3'b011 && {scl_regi0,scl_regi,scl}==3'b111)
            stop_bus_reg <= 1'b1;
       else
            stop_bus_reg <= 1'b0;
     end
 end
parameter addr_in6   		= 3'h0;			 
parameter addr_in5   		= 3'h1;
parameter addr_in4   		= 3'h2;
parameter addr_in3   		= 3'h3;
parameter addr_in2   		= 3'h4;
parameter addr_in1   		= 3'h5;
parameter addr_in0   		= 3'h6;
parameter addr_end   		= 3'h7;
parameter   data_in7   		= 4'h0;
parameter   data_in6   		= 4'h1;
parameter   data_in5   		= 4'h2;
parameter   data_in4   		= 4'h3;
parameter   data_in3   		= 4'h4;
parameter   data_in2   		= 4'h5;
parameter   data_in1   		= 4'h6;
parameter   data_in0   		= 4'h7;
parameter   data_end   		= 4'h8;
 parameter   data_out7   		= 4'h0;
 parameter   data_out6   		= 4'h1;
 parameter   data_out5   		= 4'h2;
 parameter   data_out4   		= 4'h3;
 parameter   data_out3   		= 4'h4;
 parameter   data_out2   		= 4'h5;
 parameter   data_out1   		= 4'h6;
 parameter   data_out0   		= 4'h7;
 parameter   data_out_end  = 4'h8; 
parameter idle                       =4'h0;
parameter addr_read                  =4'h1;
parameter write_read_flag            =4'h2;
parameter addr_ack                   =4'h3;
parameter data_write	                =4'h4;
parameter data_in_ack                =4'h5;			 	 
parameter data_read                  =4'h6;
parameter data_out_ack               =4'h7;
parameter if_rep_start               =4'h8; 
always @(posedge clock or negedge reset_n2)begin
	if(!reset_n2)
	begin
		main_state <= idle;
		write_read <= 1'b0;
		receive_count <= 8'h0;
		send_count <= 8'h0;
	end
	else
	begin
		case (main_state)	
		idle:
		begin
			if(start_bus_reg)	 
			begin
				main_state	<= addr_read;							 
			end
			else					 
			begin
				main_state	<= idle;						     
			end									     					  
		end
		addr_read:	 
		begin				    
			if(addr_in_state==addr_end)
				main_state	 <= write_read_flag;
			else					        
				main_state	 <= addr_read;
		end	
		write_read_flag:	 
		begin
			if({scl_regi0,scl_regi,scl}==3'b011)
			begin
				write_read <= sda_in;   	                                                      
				main_state <= addr_ack;
			end	
			else
				main_state <= write_read_flag;			 
		end
		addr_ack:	 
		begin
			if({scl_regi0,scl_regi,scl}==3'b011)	
			begin
				if(sda_out1)	
					main_state <= idle;
				else
				begin
					if(write_read)	  
						main_state <= data_read;				       
					else		 
						main_state <= data_write;
				end
			end
			else
				main_state <= addr_ack;	
		end				
		data_write:	 
		begin						 
 			if(data_in_state == data_end)			
				main_state <= data_in_ack;
			else
				main_state <= data_write;						    					      
		end
		data_in_ack:	 
		begin	
			if({scl_regi0,scl_regi,scl}==3'b011)					
				main_state <= if_rep_start;
			else                  
				main_state <= data_in_ack;			
		end	
		data_read:	 
		begin
			if(data_out_state==data_out_end && {scl_regi0,scl_regi,scl}==3'b100)		              
			begin
				main_state <= data_out_ack;		             
			end                   
			else                  
			begin                 
				main_state <= data_read;			              
			end			            	           
		end
		data_out_ack:	 
		begin			             
			if({scl_regi0,scl_regi,scl}==3'b011)
				main_state <= if_rep_start;
			else                  
				main_state <= data_out_ack;
		end
		if_rep_start:	 
		begin
			if(stop_bus_reg)
				main_state <= idle;
			else if((receive_count < 8'd15) && (write_read == 1'b0)) 
			      begin
						main_state <= data_write;
						receive_count <= receive_count + 1'b1;
					end
			else if((send_count < 8'd15) && (write_read == 1'b1))
			      begin	            
						main_state <= data_read;	
						send_count <= send_count + 1'b1;
					end
			else
				main_state <= if_rep_start;
		end   
		default:	main_state <= idle;
		endcase 						 
	end 
end
always @(posedge clock or negedge reset_n2)  
begin
	if(!reset_n2)
	begin 
		ack_state <= 2'b00;
		sda_en    <= 1'b0;
		flag      <= 1'b0;
		sda_out1  <= 1'b0; 
	end
	else
	begin
		case(ack_state)
		2'b00:
		begin
			if(main_state==addr_ack && {scl_regi0,scl_regi,scl}==3'b100)     
			begin 
				if(addr_in_reg==7'b1111110)   
					sda_out1 <= 1'b0;
				else
					sda_out1 <= 1'b1; 
            flag      <= 1'b0;                               
				sda_en    <= 1'b1;
				ack_state <= 2'b11;
			end
			else if(main_state==data_in_ack && {scl_regi0,scl_regi,scl}==3'b100)
			begin
				sda_out1  <= 1'b0;   
				flag      <= 1'b0;    
				sda_en    <= 1'b1;
				ack_state <= 2'b01;
			end
			else if(main_state==data_read && {scl_regi0,scl_regi,scl}==3'b100)
			begin
				flag      <= 1'b1;
				sda_en    <= 1'b1;
				ack_state <= 2'b10;	
			end
			else
				sda_en<=1'b0;
			end
		2'b01:
		begin
			if({scl_regi0,scl_regi,scl}==3'b100)
			begin
				sda_en    <= 1'b0;
				ack_state <= 2'b00;
			end
			else
				ack_state <= 2'b01; 
		end
		2'b10:
		begin
			if(main_state==data_read)
				ack_state <= 2'b10;
			else
			begin 
				ack_state <= 2'b00;
				sda_en    <= 1'b0;  
				flag      <= 1'b0;
			end
		end
		2'b11:
		begin
			if(main_state==data_read && {scl_regi0,scl_regi,scl}==3'b100)
			begin
				flag      <= 1'b1;
				sda_en    <= 1'b1;
				ack_state <= 2'b10;
			end
			else if(main_state!=data_read && {scl_regi0,scl_regi,scl}==3'b100)
			begin 
				ack_state <= 2'b00;
				sda_en    <= 1'b0;  
			end
			else
				ack_state <= 2'b11;
		end  
		default:	ack_state <= 2'b00;         
		endcase				 
	end
 end
always @(posedge clock or negedge reset_n2)begin 
	if(!reset_n2)
	begin 
		addr_in_state <= addr_in6;
		addr_in_reg   <= 7'b0000000;
	end
	else if(main_state==addr_read)
	begin
		case(addr_in_state)	
		addr_in6:
		begin
			if({scl_regi0,scl_regi,scl}==3'b011)
			begin
				addr_in_state  <= addr_in5;
				addr_in_reg[6] <= sda_in;
			end
			else
				addr_in_state  <= addr_in6;
		end
		addr_in5:					 
		begin
			if({scl_regi0,scl_regi,scl}==3'b011)
			begin
				addr_in_state  <= addr_in4;
				addr_in_reg[5] <= sda_in;
			end
			else
				addr_in_state  <= addr_in5;
		end				
		addr_in4:
		begin
			if({scl_regi0,scl_regi,scl}==3'b011)
			begin
				addr_in_state  <= addr_in3;
				addr_in_reg[4] <= sda_in;
			end
			else
				addr_in_state  <= addr_in4;
		end				
		addr_in3:
		begin
			if({scl_regi0,scl_regi,scl}==3'b011)
			begin
				addr_in_state  <= addr_in2;
				addr_in_reg[3] <= sda_in;
			end
			else
				addr_in_state  <= addr_in3;
		end			
		addr_in2:
		begin
			if({scl_regi0,scl_regi,scl}==3'b011)
			begin
				addr_in_state  <= addr_in1;
				addr_in_reg[2] <= sda_in;
			end
			else
				addr_in_state  <= addr_in2;
		end				
		addr_in1:
		begin
			if({scl_regi0,scl_regi,scl}==3'b011)
			begin
				addr_in_state  <= addr_in0;
				addr_in_reg[1] <= sda_in;
			end
			else
				addr_in_state  <= addr_in1;
		end				
		addr_in0:
		begin
			if({scl_regi0,scl_regi,scl}==3'b011)
			begin
				addr_in_state  <= addr_end;
				addr_in_reg[0] <= sda_in;
			end
			else
				addr_in_state <= addr_in0;		    
		end
		addr_end:	addr_in_state <= addr_in6;
		default:	addr_in_state <= addr_in6;
		endcase
	end
	else
		addr_in_state  <= addr_in6;  
end
always @(posedge clock or negedge reset_n2)begin
	if(!reset_n2)
	begin
		data_in_state <= data_in7;
		data_in_reg[0]  <= 8'h0;
		data_in_reg[1]  <= 8'h0;
		data_in_reg[2]  <= 8'h0;
		data_in_reg[3]  <= 8'h0;
		data_in_reg[4]  <= 8'h0;
		data_in_reg[5]  <= 8'h0;
		data_in_reg[6]  <= 8'h0;
		data_in_reg[7]  <= 8'h0;
		data_in_reg[8]  <= 8'h0;
		data_in_reg[9]  <= 8'h0;
		data_in_reg[10]  <= 8'h0;
		data_in_reg[11]  <= 8'h0;
		data_in_reg[12]  <= 8'h0;
		data_in_reg[13]  <= 8'h0;
		data_in_reg[14]  <= 8'h0;
		data_in_reg[15]  <= 8'h0;
	end
	else
	begin
		if(main_state==data_write)
			case(data_in_state)	
			data_in7:
			begin	 
				if({scl_regi0,scl_regi,scl}==3'b011)          
				begin	
					data_in_reg[receive_count][7] <= sda_in; 				    
					data_in_state <= data_in6;                             
				end
				else
					data_in_state <= data_in7; 
			end	
			data_in6:
			begin	
				if({scl_regi0,scl_regi,scl}==3'b011)
				begin					     
					data_in_reg[receive_count][6] <= sda_in; 
					data_in_state <= data_in5;
				end
				else
					data_in_state <= data_in6; 
			end
			data_in5:
			begin	
				if({scl_regi0,scl_regi,scl}==3'b011)
				begin					     
					data_in_state <= data_in4;
					data_in_reg[receive_count][5] <= sda_in;
				end
				else
					data_in_state <= data_in5;     			
			end	
			data_in4:
			begin	
				if({scl_regi0,scl_regi,scl}==3'b011)  	
				begin				    
					data_in_state <= data_in3;
					data_in_reg[receive_count][4] <= sda_in;	
				end	
				else
					data_in_state <= data_in4;    	
			end
			data_in3: 
			begin	
				if({scl_regi0,scl_regi,scl}==3'b011)  
				begin					    
					data_in_state <= data_in2;
					data_in_reg[receive_count][3] <= sda_in;
				end	
				else
					data_in_state <= data_in3;  	
			end
			data_in2:			 
			begin		
				if({scl_regi0,scl_regi,scl}==3'b011)  
				begin				  
					data_in_reg[receive_count][2] <= sda_in;			
					data_in_state <= data_in1;
				end
				else
					data_in_state <= data_in2; 
			end
			data_in1:
			begin
				if({scl_regi0,scl_regi,scl}==3'b011)   
				begin
					data_in_state <= data_in0;
					data_in_reg[receive_count][1] <= sda_in;
				end	
				else
					data_in_state <= data_in1;   		
			end
			data_in0:
			begin
				if({scl_regi0,scl_regi,scl}==3'b011) 
				begin
					data_in_state <= data_end;
					data_in_reg[receive_count][0] <= sda_in;
				end	
				else
					data_in_state <= data_in0;   						    
			end 
			data_end:
			begin
				data_in_state <= data_in7;
			end
			default: data_in_state <= data_in7;
			endcase
		else
			data_in_state <= data_in7;     
	end
end
always@(posedge clock or negedge reset_n2)begin  
	if(!reset_n2)
	begin
		data_out_state <= data_out7;
		sda_out2       <= 1'b0;   
	end
	else
	begin   
		case(data_out_state)
		data_out7:
		begin			                    
			if(main_state==data_read&&{scl_regi0,scl_regi,scl}==3'b100)
			begin		                          
				sda_out2 <= data_in_reg[send_count][7];
				data_out_state   <= data_out6;					                         
			end                         
			else                        
			begin                       
				data_out_state   <= data_out7; 
			end  
		end 
		data_out6:
		begin
			if({scl_regi0,scl_regi,scl}==3'b100)
			begin
				data_out_state   <= data_out5;                            
				sda_out2 <= data_in_reg[send_count][6];           
			end                         
			else                        
				data_out_state   <= data_out6;		
		end
		data_out5:
		begin
			if({scl_regi0,scl_regi,scl}==3'b100)
			begin
				data_out_state   <= data_out4;		                          
				sda_out2 <= data_in_reg[send_count][5];		 
			end                         
			else                        
				data_out_state   <= data_out5; 
		end
		data_out4:
		begin
			if({scl_regi0,scl_regi,scl}==3'b100)
			begin
				data_out_state   <= data_out3;			                          
				sda_out2 <= data_in_reg[send_count][4];            
			end	                    
			else                        
				data_out_state   <= data_out4; 		
		end
		data_out3:
		begin
			if({scl_regi0,scl_regi,scl}==3'b100)
			begin
				data_out_state   <= data_out2;		                          
				sda_out2 <= data_in_reg[send_count][3];            
			end	                    
			else                        
				data_out_state   <= data_out3; 		
		end
		data_out2:
		begin
			if({scl_regi0,scl_regi,scl}==3'b100) 
			begin
				data_out_state   <= data_out1;			                          
				sda_out2 <= data_in_reg[send_count][2];				           
			end                         
			else                        
				data_out_state   <= data_out2; 			
		end
		data_out1:
		begin
			if({scl_regi0,scl_regi,scl}==3'b100)
			begin
				data_out_state   <= data_out0;		                          
				sda_out2 <= data_in_reg[send_count][1];
			end	
			else
				data_out_state   <=data_out1; 	
		end
		data_out0:
		begin
			if({scl_regi0,scl_regi,scl}==3'b100)
			begin  
				data_out_state   <= data_out_end;
				sda_out2 <= data_in_reg[send_count][0];
			end
			else
				data_out_state   <= data_out0;		
		end
		data_out_end:
		begin
			if({scl_regi0,scl_regi,scl}==3'b100)
				data_out_state <= data_out7;
			else                      
				data_out_state <= data_out_end; 
		end                               
		default:	data_out_state <= data_out7;
		endcase	     
	end
 end
endmodule
```
`./run.sh`:
```
#!/bin/bash
# OpenROAD 26Q1-2900-gdf79404cd8, Yosys 0.63+post, stock flow scripts
make -C /OpenROAD-flow-scripts/flow DESIGN_CONFIG=/design/flow/config.mk WORK_HOME=/design/flow/orfs finish
```
==> PnR_summary.wiki <==
== Run summary ==
{| class="wikitable"
! Metric !! Value
|-
| Number of I/O pins || 4
|-
| Pre-placement core utilization || 0.412
|-
| Yosys Chip Area || 0.00910 sq mm
|-
| Count of instantiated cells in the yosys netlist || between 900 and 1,000
|-
| Synth async-reset ratio || 0.990
|-
| Post-synth EDFFs || 0
|-
| H-tree depth reported by CTS || 1
|-
| Final HPWL DP || 13,900 um
|-
| Routability Congestion || around 0.85
|-
| Count of input and output buffers || 2
|-
| Row cnt || roughly 54
|-
| Main synth FF type || sky130_fd_sc_hd__dfrtp_1
|-
| Summed instance area of the synthesized netlist || 0.00910 sq mm
|-
| Number of buffers on the longest clock path || 3
|-
| Syn Area/Cell || 9.89 sq um
|-
| Total clock buffers created by CTS || 23
|-
| Number of standard cells after synthesis || 920
|-
| Post-CTS Hold Fix Bufs || 0
|-
| Library cells used by synthesis || around 61
|-
| Quantity of gates resized following cts || 0
|-
| Count of synthesis-stage warnings from yosys || 4
|-
| Count of state elements after synthesis || a little over 200
|-
| Last stage the flow got to || 4_1_cts
|-
| Die x size || 153 um
|-
| Status || aborted with a tool error
|-
| Clock tree sinks || 202
|-
| Portion of the post-synthesis area used by sequential elements || 0.555
|-
| First error message || [error] [KeplerFormal.cpp:679] Workflow failed: Iso has multiple drivers: .sda0, _0728_.Y0
|-
| Post-CTS setup repair buffer count || 0
|-
| Vertical die dimension || 153 um
|-
| Root buffer cell || sky130_fd_sc_hd__clkbuf_16
|}
synth_stat cells, types with 2 or more instances:
master / number / area (sq um)
sky130_fd_sc_hd__a211o_1: 3 / 26.3
sky130_fd_sc_hd__a211oi_1: 2 / 15.0
sky130_fd_sc_hd__a21oi_1: 128 / 641
sky130_fd_sc_hd__a221oi_1: 5 / 43.8
sky130_fd_sc_hd__a222oi_1: 12 / 120
sky130_fd_sc_hd__a22o_1: 5 / 43.8
sky130_fd_sc_hd__a22oi_1: 18 / 135
sky130_fd_sc_hd__a311oi_1: 2 / 17.5
sky130_fd_sc_hd__a31oi_1: 108 / 676
sky130_fd_sc_hd__a32o_1: 3 / 30.0
sky130_fd_sc_hd__a32oi_1: 2 / 17.5
sky130_fd_sc_hd__and2_1: 21 / 131
sky130_fd_sc_hd__and3_1: 4 / 25.0
sky130_fd_sc_hd__buf_1: 2 / 7.51
sky130_fd_sc_hd__buf_2: 26 / 130
sky130_fd_sc_hd__buf_4: 4 / 30.0
sky130_fd_sc_hd__clkbuf_1: 72 / 270
sky130_fd_sc_hd__dfrtp_1: 195 / 4880
sky130_fd_sc_hd__dfstp_2: 5 / 131
sky130_fd_sc_hd__dfxtp_1: 2 / 40.0
sky130_fd_sc_hd__ha_1: 8 / 100
sky130_fd_sc_hd__inv_1: 9 / 33.8
sky130_fd_sc_hd__mux2i_1: 6 / 60.1
sky130_fd_sc_hd__nand2_1: 95 / 357
sky130_fd_sc_hd__nand2b_1: 3 / 18.8
sky130_fd_sc_hd__nand3_1: 12 / 60.1
sky130_fd_sc_hd__nand3b_1: 4 / 30.0
sky130_fd_sc_hd__nand4_1: 4 / 25.0
sky130_fd_sc_hd__nor2_1: 22 / 82.6
sky130_fd_sc_hd__nor2b_1: 2 / 12.5
sky130_fd_sc_hd__nor3_1: 6 / 30.0
sky130_fd_sc_hd__nor3b_1: 3 / 22.5
sky130_fd_sc_hd__nor4_1: 6 / 37.5
sky130_fd_sc_hd__o2111ai_1: 2 / 17.5
sky130_fd_sc_hd__o21ai_0: 52 / 260
sky130_fd_sc_hd__o21ai_1: 3 / 15.0
sky130_fd_sc_hd__o22ai_1: 3 / 18.8
sky130_fd_sc_hd__o31ai_1: 32 / 240
sky130_fd_sc_hd__or3_1: 2 / 12.5
sky130_fd_sc_hd__xnor2_1: 6 / 52.6
stage by stage:
stage / worst slack (ns) / power (mW) / utilization / cells / instance area, sq um
3_5_place_dp: 4.55 / 1.17 / 0.416 / 1116 / 9200
3_3_place_gp: 4.58 / 1.16 / 0.416 / 1116 / 9200
2_1_floorplan: 2.49 / 1.10 / - / 920 / 9100
cell families after synthesis:
family	after synthesis	synth area share
xor+xnor	6	0.00578
buf+inv	115	0.0528
fa+ha+maj	8	0.0110
flops	202	0.555
simple gates	190	0.0989
compound gates	391	0.266
mux	8	0.0103
Power figures rest on the tool's default switching activity, not on a simulated workload.
